[flow/run.sh]
#!/bin/bash
# OpenROAD 26Q1-2900-gdf79404cd8, Yosys 0.63+post, stock flow scripts
make -C /OpenROAD-flow-scripts/flow DESIGN_CONFIG=/design/flow/config.mk WORK_HOME=/design/flow/orfs finish
[flow/config.mk]
export PLATFORM = sky130hd
export DESIGN_NAME = spi_wrap_decode
export DESIGN_NICKNAME = spi_wrap_decode
export VERILOG_FILES = /design/flow/design.v
export SDC_FILE = /design/flow/constraint.sdc
export NUM_CORES = 4
export LEC_CHECK = 1
export CORE_AREA = 10 10 116 116
export DIE_AREA = 0 0 126 126
[flow/constraint.sdc]
current_design spi_wrap_decode

set clk_period 4.0
set clk_io_pct 0.2

create_clock -name clk0 -period $clk_period [get_ports {aclk}]

set non_clock_inputs [all_inputs -no_clocks]
set_input_delay [expr $clk_period * $clk_io_pct] -clock clk0 $non_clock_inputs
set_output_delay [expr $clk_period * $clk_io_pct] -clock clk0 [all_outputs]
[flow/design.v]
`timescale 1ns/1ps
module spi_wrap_decode( input aclk,
                        input aresetn,
                        input [63:0] s_axis_tdata,
                        output       s_axis_tready,
                        input        s_axis_tvalid,
                        input        s_axis_tlast,
                        input [7:0]  s_axis_tuser,
                        output [63:0] m_axis_tdata,
                        input         m_axis_tready,
                        output        m_axis_tvalid,
                        output [7:0]  m_axis_tuser,
                        output        m_axis_tlast,
                        output        rst_o,
                        output [15:0] dat_o,
                        input [15:0]  dat_i,
                        input         dat_valid_i,
                        output [1:0]  adr_o,
                        output        en_o,
                        output        wr_o );
    parameter [7:0] TUSER_OUT_MASK = {8{1'b0}};
    parameter [7:0] TUSER_OUT = {8{1'b0}};    
    localparam [15:0] STATUS_HEADER = 16'h57A7;
    localparam [3:0] STATUS_SOF = 4'hF;
    localparam [3:0] STATUS_EOF = 4'hF;
    localparam FSM_BITS = 2;
    localparam [FSM_BITS-1:0] RESET = 0;
    localparam [FSM_BITS-1:0] IDLE = 1;              
    localparam [FSM_BITS-1:0] OUT_WAIT_VALID = 2;    
    localparam [FSM_BITS-1:0] OUT_WAIT_READY = 3;    
    reg [FSM_BITS-1:0] state = RESET;
    reg [7:0] out_tuser = {8{1'b0}};
    reg [15:0] out_data = {16{1'b0}};
    reg [21:0] out_addr = {22{1'b0}};
    wire [21:0] in_addr = {s_axis_tdata[16 +: 10],s_axis_tdata[36 +: 12]};
    wire [1:0] type = s_axis_tdata[26 +: 2];
    localparam [1:0] TYPE_NOP = 2'b00;
    localparam [1:0] TYPE_WRITE = 2'b01;
    localparam [1:0] TYPE_READ = 2'b10;
    localparam [1:0] TYPE_UPDATE = 2'b11;
    always @(posedge aclk) begin
        if (!aresetn) state <= #1 RESET;
        else case (state)
            RESET: state <= #1 IDLE;
            IDLE: if (s_axis_tvalid && (type == TYPE_READ)) state <= #1 OUT_WAIT_VALID;
            OUT_WAIT_VALID: if (dat_valid_i) state <= #1 OUT_WAIT_READY;
            OUT_WAIT_READY: if (m_axis_tready) state <= #1 IDLE;
        endcase
        if (dat_valid_i) out_data <= #1 dat_i;
        if (state == IDLE && s_axis_tvalid) out_addr <= #1 in_addr;
        if (state == IDLE && s_axis_tvalid) out_tuser <= #1 (s_axis_tuser & ~TUSER_OUT_MASK) | (TUSER_OUT_MASK & TUSER_OUT);        
    end
    assign m_axis_tdata[0 +: 16] = STATUS_HEADER;
    assign m_axis_tdata[16 +: 16] = { STATUS_SOF, TYPE_READ, out_addr[12 +: 10] };
    assign m_axis_tdata[32 +: 16] = { out_addr[0 +: 12], out_data[12 +: 4] };
    assign m_axis_tdata[48 +: 16] = { out_data[0 +: 12], STATUS_EOF };
    assign m_axis_tvalid = (state == OUT_WAIT_READY);
    assign m_axis_tuser = out_tuser;
    assign m_axis_tlast = 1'b1;
    assign s_axis_tready = (state == IDLE);
    assign en_o = (state == IDLE && s_axis_tvalid);
    assign wr_o = (type == TYPE_WRITE || type == TYPE_UPDATE);
    assign dat_o = {s_axis_tdata[32 +: 4],s_axis_tdata[52 +: 12]};
    assign adr_o = in_addr[1:0];
    assign rst_o = (state == RESET);
endmodule
==> results.yml <==
# physical design summary
status:
  status: "completed"
setup_path:
  path_buffers: 2
  path_class: "input port to output pin"
  crit_required_ns: 3.20
  cp_cell_sequence: "clkdlybuf4s50_1 > and2_2 > clkdlybuf4s50_1"
  end_kind: "output pin"
  setup.worst_path.start_class: "input port"
  rr_startpoint: "state[1]"
  crit_fanout: 2
  crit_slowest_cell: "clkdlybuf4s50_1"
  path_delay_family: "buffers and inverters"
  critPathLaunch: "s_axis_tvalid"
  critical_path.most_common_cell: "clkdlybuf4s50_1"
  cp.arrival_ns: 2.01
  cpPeakStageDelay_ns: 0.52
cells_and_area:
  area_delta_synth_final_pct: 57.98
  lay_top_count: "clkdlybuf4s50_1"
  mi_logic_area_sq_um: 282.8
  seqCellArea_sq_mm: 0.001421
  layout.cells.non_filler: 349
  final_layout_top_logic_cells: "clkdlybuf4s50_1 (105), edfxtp_1 (46), conb_1 (27)"
  fillers: 1111
  design_area_sq_mm: 0.003095
  drive_gt1_share_pct: 6.220
detailed_routing:
  drtIter0Drc: 32
  first_pass_iters: 4
  vias_per_cell: 3.129
  drt-total-wl_mm: 4.982
  vias: 1092
  drc_errors: 0
  wl_per_cell_um: 14.28
  diodes: 0
  detail-route-antenna-nets: 0
worst_hold_path:
  hp-start: "state[1]"
  hold_path.class: "flip-flop to flip-flop"
yosys:
  ys_cells: 115
  adder_share_pct: 3.193
  area_leaders: "edfxtp_1 (70%), buf_4 (17%), ha_1 (3.2%), dfxtp_1 (2.0%), a2111oi_4 (1.4%)"
  simple_gate_share_pct: 3.640
  synth_cell_type_count: 15
  synth_seq_share_pct: 72.54
  synthXorXnorAreaFrac_pct: 0
  ys_ff: 48
  synth.largest_area_cell: "edfxtp_1"
  mux_share_pct: 1.022
  logic_family: "buffers and inverters"
  syn_area_per_cell_sq_um: 17.04
  top_area_share_pct: 70.50
  synth_warnings: 1
  ys_chip_area_sq_mm: 0.001959
  synth_area_sq_mm: 0.001959
  synthCells: 115
  synthAoiAreaFrac_pct: 1.405
clocking:
  cts_max_level: 2
  tritoncts: "yes"
  cts_hold_buf: 0
  clk_latency_ns: 0.28
  postCtsResizedCells: 0
  cts-root-buf: "clkbuf_16"
  clkTransAtPathRegs_ns: 0.06
  clock-sinks: 48
  clk_path_buf_depth: 2
  cts_made_buffers: 5
  cts_setup_buffers: 0
final_timing:
  setup-tns-final_ns: 0
  fin_crit_ns: 2.814
  period_used_pct: 70.34
  skew_ns: 0.006168
  grt_setup_unrepaired: "no"
  hold_viol: 0
  fmax_mhz: 355.4
  fin_ws_ns: 1.186
  slew_violations: 0
  final-setup-viol-count: 0
placement:
  dp_slack_ns: 1.151
  io_buffers: 105
  place_inst: 341
  hpwlAfterDp_mm: 4.187
  placed_cell_area_sq_mm: 0.002953
  routabilityCongestion: 0.7796
grt:
  antenna_found_initial: 0
  globalRouteMet2Util_pct: 8.061
  grt_pass1_wl_mm: 7.079
  grtUsageTotal_pct: 5.709
  grt_pass1_vias: 1215
  grtUsageMet3_pct: 4.932
  global_route.usage.met1_pct: 6.713
  grt_max_degree: 31
  top_usage_layer: "met2"
  grt.overflow.total: 0
run:
  drv_cap: 0
  warnings: 54
die:
  die_area_sq_mm: 0.01588
  row_count: 38
  core_area_sq_mm: 0.01094
  fp.dieH_um: 126
  die_x_um: 126
  fp_util_pct: 17.92
  ios: 190
power_and_ir_drop:
  p_per_area_mw_per_mm2: 434.8
  p_leak_nw: 1.123
  ir_drop_mv: 0.1530
-- sequential cells by signal, summed over array words and instances (netlist names) --
| signal | count |
|---|---|
| out_addr | 22 |
| out_data | 16 |
| out_tuser | 8 |
| state | 2 |
-- cell usage after synthesis --
| library cell | n |
|---|---|
| a2111oi_4 | 1 |
| or2b_1 | 1 |
| conb_1 | 2 |
| clkbuf_1 | 1 |
| nor4_2 | 1 |
| and2_2 | 1 |
| inv_1 | 2 |
| ha_1 | 5 |
| nand2_1 | 3 |
| nand3b_4 | 1 |
| mux2i_1 | 2 |
| edfxtp_1 | 46 |
| buf_4 | 45 |
| dfxtp_1 | 2 |
| nor2b_1 | 2 |
-- worst register-to-register path: stages (launching register included) --
cell and delay [ns]:
dfxtp_1 0.33, inv_1 0.11, ha_1 0.21, and2_2 0.19
buf_4 0.35
-- report_power, final --
group	total, mW	internal [mW]	switching, mW
Combinational	0.287	0.197	0.0902
Clock	0.409	0.231	0.178
Sequential	0.650	0.629	0.0206
-- area by class of cell --
| class | instances | share of cell area (%) |
|---|---|---|
| Inverter | 2 | 0.2425 |
| Clock buffer | 5 | 4.042 |
| Sequential cell | 48 | 45.92 |
| Multi-Input combinational cell | 44 | 9.135 |
| Timing Repair Buffer | 107 | 34.44 |
| Clock inverter | 3 | 0.5659 |
| Tap cell | 140 | 5.659 |
-- kinds of logic (layout without fill, tap and decap cells) --
| logic type | after synthesis | in the layout |
|---|---|---|
| multiplexers | 2 | 2 |
| AND-OR/OR-AND | 1 | 1 |
| adder cells (fa/ha/maj) | 5 | 5 |
| buffers and inverters | 48 | 117 |
| AND/OR/NAND/NOR | 9 | 9 |
| flip-flops | 48 | 48 |
| other | 2 | 27 |
-- worst paths after layout --
path | endpoint | slack (ns) | cells after the start
setup / recovery | en_o | 1.19 | 3
hold / removal | state[1] | 0.50 | 2
setup reg to reg | out_addr[13] | 2.47 | 4
hold reg to reg | state[1] | 0.50 | 2
-- metrics by stage --
stage | hold slack [ns] | util, % | total power [mW]
after floorplan | 0.4677 | - | 0.7648
after global routing | 0.5199 | 28.31 | 1.422
after CTS | 0.5019 | 28.31 | 1.381
after detailed placement | 0.4928 | 27.00 | 0.9583
after global placement | 0.4834 | 27.00 | 0.9562
final | 0.4988 | 28.31 | 1.346
-- metal layers --
metal	vias up	wire length (um)
li1	511	-
met1	482	1964
met2	97	2026
met3	2	956
met4	0	34
met5	-	0
No activity file was given, so power comes from the tool's default toggle rates.
